==> ./design.v <==
module FIR #(
    parameter WIDTH = 16,                
    parameter COEFF_WIDTH = 16,          
    parameter TAPS = 25                  
)(
    input                       clk,
    input                       rst,
    input  signed [WIDTH-1:0]   in,
    output signed [2*WIDTH+4:0] out
);
wire signed [COEFF_WIDTH-1:0] coeff [0:TAPS-1];
reg signed [WIDTH-1:0] shift_out [0:TAPS-1];
reg signed [2*WIDTH:0] mult_out  [0:TAPS-1];
reg signed [2*WIDTH+4:0] add_out [0:TAPS-1];
assign coeff[0] = -'h15;
assign coeff[1] = 'h6D9;
assign coeff[2] = -'h678;
assign coeff[3] = -'h456;
assign coeff[4] = -'h182;
assign coeff[5] = 'h27D;
assign coeff[6] = 'h60C;
assign coeff[7] = 'h684;
assign coeff[8] = 'h1D1;
assign coeff[9] = -'h7F5;
assign coeff[10] = -'h140D;
assign coeff[11] = -'h1e11;
assign coeff[12] = 'h5e11;
assign coeff[13] = -'h1e11;
assign coeff[14] = -'h140D;
assign coeff[15] = -'h7F5;
assign coeff[16] = 'h1D1;
assign coeff[17] = 'h684;
assign coeff[18] = 'h60C;
assign coeff[19] = 'h27D;
assign coeff[20] = -'h182;
assign coeff[21] = -'h456;
assign coeff[22] = -'h678;
assign coeff[23] = 'h6D9;
assign coeff[24] = 'h15;
genvar i;
generate
    for (i = 0; i < TAPS; i = i + 1) begin
        always @(posedge clk) begin
            if (rst) begin
                shift_out[i] <= 'b0;
            end
            else begin
                if(i == 0)
                    shift_out[0] <= in;
                else 
                    shift_out[i] <= shift_out[i-1];
            end
        end
    end    
    for (i = 0; i < TAPS; i = i + 1) begin
        always @ (*) begin
            mult_out[i] = coeff[TAPS-1-i] * shift_out[i];
        end
    end
    for (i = 0; i < TAPS-1; i = i + 1) begin
        always @ (*) begin
            add_out[0] = mult_out[0];
            add_out[i+1] = add_out[i] + mult_out[i+1];
        end
    end    
endgenerate
assign out = add_out[TAPS-1];
endmodule
==> ./run.sh <==
#!/bin/bash
# OpenROAD 26Q1-2900-gdf79404cd8, Yosys 0.63+post, stock flow scripts
make -C /OpenROAD-flow-scripts/flow DESIGN_CONFIG=/design/flow/config.mk WORK_HOME=/design/flow/orfs finish
==> ./constraint.sdc <==
current_design FIR

set clk_period 19.4
set clk_io_pct 0.2

create_clock -name clk0 -period $clk_period [get_ports {clk}]

set non_clock_inputs [all_inputs -no_clocks]
set_input_delay [expr $clk_period * $clk_io_pct] -clock clk0 $non_clock_inputs
set_output_delay [expr $clk_period * $clk_io_pct] -clock clk0 [all_outputs]
==> ./config.mk <==
export PLATFORM = sky130hd
export DESIGN_NAME = FIR
export DESIGN_NICKNAME = FIR
export VERILOG_FILES = /design/flow/design.v
export SDC_FILE = /design/flow/constraint.sdc
export NUM_CORES = 4
export LEC_CHECK = 1
export CORE_UTILIZATION = 50
==> results.toml <==
# yosys + openroad results
[placement]
dp_hpwl_um = 322000
dp_cells = 13300
gp_congestion = 1.09
portBuffers = 54

[synth]
avgSynthCellArea_um2 = 10.3
ys_types = 68
async_reset_ff_frac = 0
ys_seq_share = 0.0748
ys.warnings.count = 4
ys.flops = 400
yosys_area_mm2 = 0.107
edf_count = 0
synth_area_mm2 = 0.107
flop_cell = "dfxtp_1"
yosys_cells = 10300
postSynthCellCount = 10300

[routing]
drtPass1Iterations = 24
vias = 66800
drcViolationCount = 0
post_drt_via_cell_ratio = 4.99
post_drt_wl_per_cell_um = 26.1
wirelength_um = 350000
drtIter0Drc = 2439
ant_nets = 0

[clocking]
cts_htree_levels = 2
cts_buffers = 60
cts.clk_slew.worst_paths_ps = 60
cts.sinks = 400
root_buffer = "clkbuf_16"
clockBufferDepth = 3
insertion_delay_ps = 770
cts_tree = "done"
hold_buffers = 0

[cells_and_area]
largestRegisters = "shift_out: 400 flops"
regArea_mm2 = 0.00804
drive_gt1_frac = 0.0309
largest_reg_flops = 400
top_register = "shift_out"
fin_cells = 13400
fillers = 18800
logic_area_mm2 = 0.0850
syn_to_final_growth_pct = 6.57

[global_route]
grt_pass1_vias = 76600
grtUsageTotal = 0.369
antenna_found_initial = 17
grt_max_degree = 55
overflow = 0
grt_pass1_wl_um = 516000

[critical_path]
slowest_stage = "fa_1"
crit_required_ps = 15520
worstSetupPathType = "register to primary output"
cp.arrival_ps = 14950
critPathLaunchType = "register"
cp-end-kind = "primary output"
cp_max_fo = 7
critPathMostFrequentCell = "fa_1"
crit_path_max_incr_delay_ps = 580

[worst_hold_path]
min_path_type = "register to register"

[sta]
fin_worst_skew_ps = 31.7
relSlewSlack = 0.271
tightestPinTransition_ps = 1090
finalClockPeriodUsage = 0.971
report.final.slew_viol_count = 0
finalSetupViolCount = 0
final_hold_viol_count = 0
layout_min_cycle_time_ps = 18830
fmax_mhz = 53.1
holdWs_ps = 502

[run]
maxCapViolCount = 0
warnings = 200

[die]
die_y_um = 465
num_io_pins = 55
dieArea_mm2 = 0.216
initCoreUtil = 0.504
std_cell_rows = 169
die_w_um = 465
core_mm2 = 0.212

[status]
status = "finished clean"
[Yosys cell counts (13+ instances only)]
cell,number,area share
a211oi_1,17,0.0012
a21o_1,68,0.0048
a21oi_1,163,0.0076
a31oi_1,19,0.0011
and3_1,26,0.0015
clkbuf_1,55,0.0019
dfxtp_1,400,0.075
fa_1,2507,0.47
ha_1,1944,0.23
inv_1,3732,0.13
mux2i_1,17,0.0016
nand2_1,110,0.0039
nand2b_1,41,0.0024
nand3_1,35,0.0016
nor2_1,381,0.013
nor2b_1,150,0.0088
nor3_1,52,0.0024
o21a_1,22,0.0015
o21ai_0,104,0.0049
o21bai_1,27,0.0019
or2_2,21,0.0012
or3_1,13,0.00076
xnor2_1,201,0.016
xor2_1,94,0.0077
[logic make-up (layout without fill, tap and decap cells)]
| group | count (synthesis) | in the layout | share of synthesized area |
|---|---|---|---|
| other | 0 | 4 | 0 |
| DFF | 400 | 400 | 0.0748 |
| buffers and inverters | 3787 | 3999 | 0.133 |
| muxes | 23 | 23 | 0.00222 |
| AOI/OAI and AO/OA | 519 | 519 | 0.0312 |
| and+or+nand+nor | 866 | 866 | 0.0384 |
| adders and majority gates | 4451 | 4451 | 0.696 |
| xor gates and xnor gates | 295 | 295 | 0.0241 |
[routing by layer]
metal / up-vias / GRT usage / share of wire
met5: - / 0.000223 / 0.00024
met1: 33900 / 0.484 / 0.36
met3: 543 / 0.148 / 0.098
met2: 1876 / 0.566 / 0.48
li1: 30500 / - / -
met4: 14 / 0.157 / 0.061
[area by class of cell]
type | count | area share
multi-input combinational | 6154 | 0.745
inverter | 3732 | 0.123
sequential | 400 | 0.0705
tap | 2821 | 0.0310
clock buffer | 72 | 0.0143
timing repair buffer | 156 | 0.0115
clock inverter | 39 | 0.00436
antenna | 4 | 0.0000878
[critical path, delay by kind of cell (launching register included)]
| kind | cells | cell delay [ps] |
|---|---|---|
| AND-OR/OR-AND | 12 | 2600 |
| XOR/XNOR | 1 | 130 |
| adder cells (fa/ha/maj) | 19 | 9030 |
| buffers and inverters | 16 | 1640 |
| flip-flops | 1 | 410 |
| AND/OR/NAND/NOR | 2 | 370 |
[worst paths after layout]
path                           startpoint                            to  slack, ps  cells after the start
max           shift_out[21][5]$_SDFF_PP0_                       out[36]        570                     50
min            shift_out[6][3]$_SDFF_PP0_    shift_out[7][3]$_SDFF_PP0_        500                      1
min reg2reg    shift_out[6][3]$_SDFF_PP0_    shift_out[7][3]$_SDFF_PP0_        500                      1
max reg2reg  shift_out[19][14]$_SDFF_PP0_  shift_out[20][14]$_SDFF_PP0_      17740                      2
[layout by cell type (no fill, tap or decap), drive strengths merged, types with 68 or more instances in the layout]
cell type,Yosys,routed
inv,3732,3741
clkbuf,55,72
xor2,94,94
a21oi,168,168
nor2b,150,150
ha,1944,1944
nand2,110,110
nor2,381,381
dfxtp,400,400
xnor2,201,201
a21o,68,68
fa,2507,2507
buf,0,103
o21ai,109,109
[metrics by stage]
| step | util | instance area (µm²) | setup TNS (ps) | worst slack, ps |
|---|---|---|---|---|
| floorplan | - | 107000 | 0 | 2750 |
| global placement | 0.526 | 112000 | 0 | 676 |
| detailed placement | 0.526 | 112000 | 0 | 594 |
| CTS | 0.536 | 114000 | 0 | 19.8 |
| global route | 0.537 | 114000 | -24.0 | -24.0 |
| finish | 0.537 | 114000 | 0 | 569 |
[repair_timing]
item / in CTS / in global routing
buffers inserted: 0 / 5
hold endpoints to repair: 0 / 0
pin swaps: 1 / 16
resized: 6 / 70
setup endpoints to repair: 3 / 12
