==> flow/design.v <==
module adder_three_fifo 
#(
    parameter DW = 32,
    parameter FIFO_DEPTH = 16
)
(
    input  logic            clk,
    input  logic            rstn,
    input  logic [DW-1:0]   a_data,
    input  logic            a_valid,
    output logic            a_ready,
    input  logic [DW-1:0]   b_data,
    input  logic            b_valid,
    output logic            b_ready,
    output logic [DW-1:0]   s_data,
    output logic            s_valid,
    input  logic            s_ready
);
logic [DW-1:0] data_a_fifo_out;
logic [DW-1:0] data_b_fifo_out;
logic [DW-1:0] data_sum_fifo_in;
logic a_valid_master;
logic b_valid_master;
logic a_ready_master;
logic b_ready_master;
logic adder_valid;
logic adder_ready; 
assign adder_valid = a_valid_master & b_valid_master;
assign a_ready_master = adder_ready & adder_valid;
assign b_ready_master = a_ready_master;
assign data_sum_fifo_in = data_a_fifo_out + data_b_fifo_out; 
sm_fifo_valid_ready_wrapper
#(  .DW(DW),
    .FIFO_DEPTH(FIFO_DEPTH)
 )
fifo_a
(
    .clk(clk),
    .rstn(rstn),
    .valid_m(a_valid_master), 
    .ready_m(a_ready_master),
    .valid_s(a_valid),   
    .ready_s(a_ready),
    .data_in(a_data),
    .data_out(data_a_fifo_out)
);
sm_fifo_valid_ready_wrapper
#(  .DW(DW),
    .FIFO_DEPTH(FIFO_DEPTH)
 )
fifo_b
(
    .clk(clk),
    .rstn(rstn),
    .valid_m(b_valid_master), 
    .ready_m(b_ready_master),
    .valid_s(b_valid),   
    .ready_s(b_ready),
    .data_in(b_data),
    .data_out(data_b_fifo_out)
);
sm_fifo_valid_ready_wrapper
#(  .DW(DW),
    .FIFO_DEPTH(FIFO_DEPTH)
 )
fifo_sum
(
    .clk(clk),
    .rstn(rstn),
    .valid_m(s_valid), 
    .ready_m(s_ready),
    .valid_s(adder_valid),
    .ready_s(adder_ready),
    .data_in(data_sum_fifo_in),
    .data_out(s_data)
);
endmodule
module sm_fifo_valid_ready_wrapper 
#(
    parameter DW = 32,
    parameter FIFO_DEPTH = 16
)
(
    input  logic             clk,
    input  logic             rstn,
    output logic             valid_m,    
    input  logic             ready_m,
    input  logic             valid_s,    
    output logic             ready_s,
    input  logic [DW-1:0]    data_in,
    output logic [DW-1:0]    data_out
);
logic fifo_empty;    
logic fifo_full;
logic fifo_wr_en;
logic fifo_rd_en;
assign valid_m = ~fifo_empty;
assign ready_s = ~fifo_full;
assign fifo_wr_en = valid_s & ready_s;
assign fifo_rd_en = valid_m & ready_m;
sm_sync_fifo 
#(
    .DW(DW),
    .FIFO_DEPTH(FIFO_DEPTH)
 )
 sync_fifo_master
 (
    .clk(clk),
    .rstn(rstn),
    .wr_en(fifo_wr_en),
    .rd_en(fifo_rd_en),
    .data_in(data_in),
    .data_out(data_out),
    .empty(fifo_empty),
    .full(fifo_full)
 );
endmodule
module sm_sync_fifo 
#(
    parameter DW = 32,
    parameter FIFO_DEPTH = 16
)
(
    input  logic             clk,
    input  logic             rstn,
    input  logic             wr_en,
    input  logic             rd_en,
    input  logic [DW-1:0]    data_in,
    output logic [DW-1:0]    data_out,
    output logic             empty,
    output logic             full
);
localparam AW = $clog2(FIFO_DEPTH); 
logic [DW-1:0] ram_fifo [0:FIFO_DEPTH-1];
logic [AW-1:0] write_ptr;   
logic [AW-1:0] read_ptr;
logic [AW:0] status_counter;
always_ff @(posedge clk) begin : WRITE_FIFO
    if(~rstn) write_ptr <= 0;
    else if (wr_en) begin
        ram_fifo[write_ptr] <= data_in;
        write_ptr <= (write_ptr == FIFO_DEPTH-1) ? 'b0 : write_ptr + 1;
    end
end
    always_ff @(posedge clk) begin : READ_FIFO_COMB_OUT
        if(~rstn) read_ptr <= 0;
        else if (rd_en) begin
            read_ptr <= (read_ptr == FIFO_DEPTH-1) ? 'b0 : read_ptr + 1;
        end
    end
    assign data_out = ram_fifo[read_ptr];
always_ff @(posedge clk) begin : FIFO_CTRL
    if(~rstn) status_counter <= 0;
    else if (wr_en && !rd_en)
        status_counter <= status_counter + 1;
    else if (!wr_en && rd_en)
        status_counter <= status_counter - 1;
end
assign empty = (status_counter == 'b0);             
assign full = (status_counter == FIFO_DEPTH);
endmodule
==> flow/run.sh <==
#!/bin/bash
# OpenROAD 26Q1-2900-gdf79404cd8, Yosys 0.63+post, stock flow scripts
make -C /OpenROAD-flow-scripts/flow DESIGN_CONFIG=/design/flow/config.mk WORK_HOME=/design/flow/orfs finish
==> flow/config.mk <==
export PLATFORM = sky130hd
export DESIGN_NAME = adder_three_fifo
export DESIGN_NICKNAME = adder_three_fifo
export VERILOG_FILES = /design/flow/design.v
export SDC_FILE = /design/flow/constraint.sdc
export NUM_CORES = 4
export LEC_CHECK = 1
export CORE_UTILIZATION = 50
==> flow/constraint.sdc <==
current_design adder_three_fifo

set clk_period 24.8
set clk_io_pct 0.2

create_clock -name clk0 -period $clk_period [get_ports {clk}]

set non_clock_inputs [all_inputs -no_clocks]
set_input_delay [expr $clk_period * $clk_io_pct] -clock clk0 $non_clock_inputs
set_output_delay [expr $clk_period * $clk_io_pct] -clock clk0 [all_outputs]
==> impl_report.txt <==
IMPLEMENTATION SUMMARY REPORT
----------------------------------------------------
[Yosys]
  Simple-gate share of the synthesized area ........................ 1.68%
  Largest non-sequential cell family by area ........................ multiplexers
  Yosys-reported design area after synthesis ........................ 61,900 µm²
  Gate count after technology mapping ........................ 2,704
  Post-synthesis share of cell area spent on xor and xnor gates ........................ 0.694%
  Post-synth design cell area ........................ 61,900 µm²
  Count of cell types in the netlist ........................ 52
  Number of cells in the yosys synthesis report ........................ 2,704
  Mux frac, synth ........................ 17.6%
  Register area share after synthesis ........................ 76.2%
  Register bit total from synthesis ........................ 1,587
  Yosys warning total ........................ 1
  Post-synthesis adder-cell area fraction ........................ 1.30%
  Post-synthesis area per instance ........................ 22.9 µm²
  Synthesized-area fraction occupied by ao, oa, aoi and oai cells ........................ 1.53%

[Floorplan]
  Total number of placement rows ........................ 128
  Die area ........................ 125,000 µm²
  IO Pins ........................ 104
  Area of the core ........................ 122,000 µm²
  FP Util ........................ 50.6%
  Horiz. Die Dim ........................ 354 µm
  Vertical extent of the die ........................ 354 µm

[Worst setup path]
  Max FO, Critical Path ........................ 36
  Buffer-and-inverter tally for the worst setup path ........................ 3
  Worst-case register-to-register setup slack ........................ 18,700 ps
  Capturing point of the worst reg2reg path ........................ fifo_sum.sync_fifo_master.ram_fifo[11][27]
  Setup crit start kind ........................ flip-flop
  Critical path, cell by cell ........................ buf_4 > buf_4 > mux4_2 > mux4_2 > clkdlybuf4s50_1
  Cell family contributing the most delay on the critical path ........................ buffers and inverters
  Arrival time at the worst endpoint ........................ 4510 ps
  Data required time of the critical path ........................ 19,840 ps
  Critical path start-end classification ........................ reg2out
  Slowest cell on the critical path ........................ sky130_fd_sc_hd__buf_4
  Slowest stage delay, CP ........................ 700 ps
  Crit. End Element ........................ output port
  Length in cells of the worst reg-to-reg path ........................ 13

[Pwr]
  Power Dens Cells ........................ 124 nW/µm²
  Cell leakage power ........................ 21.7 nW
  Worst IR Drop VDD ........................ 120 µV

[Outcome]
  Outcome ........................ completed

[Routing]
  Routed vias ........................ 28,100
  Count of antenna-violating nets left after detailed routing ........................ 0
  Wirelength per Cell ........................ 28.7 µm
  Detailed Route WL ........................ 135,000 µm
  Final routed DRC violation total ........................ 0
  Vias per cell ........................ 5.97
  DRT Pass-1 Iters ........................ 5
  Starting DRT DRC Count ........................ 1,704

[Clock tree]
  Count of clock tree sinks ........................ 1,587
  Hold-fix buffer count after cts ........................ 0
  Number of buffers inserted during clock tree synthesis ........................ 162
  CTS tree ........................ done
  Clock root cell ........................ sky130_fd_sc_hd__clkbuf_16
  Clock insertion delay at the later pin of the skew report ........................ 780 ps
  Post-CTS Setup Inserts ........................ 0
  CTS max path bufs ........................ 3
  Clock transition at the registers of the reported paths ........................ 60 ps
  Post-cts resize count ........................ 0
  Number of H-tree levels ........................ 4

[Timing]
  Hold violation count in the final report ........................ 0
  F_max ........................ 106 MHz
  Smallest hold slack ........................ 512 ps
  Total negative slack ........................ 0 ps
  Final critical path time including I/O delays and setup ........................ 9470 ps
  Worst slew slack as a fraction of its limit ........................ 49.2%
  Unrepaired setup endpoints after global routing ........................ false
  Clock tree skew after final layout ........................ 32.6 ps
  Total setup violations reported at the end of the flow ........................ 0
  Final Max Tran Viols ........................ 0
  Worst slew pin tran ........................ 762 ps
  Final period util ........................ 38.2%

[Cells and area]
  Area added between synthesis and finish ........................ 14.5%
  Share of post-route cells with drive strength above 1 ........................ 28.7%
  Utilization of the core after routing ........................ 58.0%

[Min path]
  Hold Startpoint ........................ fifo_b.sync_fifo_master.status_counter[4]
  Type of the worst min-delay path ........................ reg2reg
  Worst hold path stage count ........................ 2
  Hold endpoint ........................ fifo_b.sync_fifo_master.status_counter[4]

[Global route]
  Maximum number of pins on one net before global-route repair ........................ 97
  Number of antenna violations at the first check in global routing ........................ 10
  Global-route wire length before repair ........................ 200,000 µm
  Vias in the first global route ........................ 31,500
  Sum of overflow across all layers after global routing ........................ 0
  Overall fraction of global-route tracks in use ........................ 25.1%

[Job]
  Max Cap Violations ........................ 0
  OpenROAD warning count ........................ 35

[Place]
  # port buffers ........................ 103
  Placer Congestion ........................ 0.839
  Post-detail-place hpwl ........................ 71,900 µm

----------------------------------------------------
-- cells in the mapped netlist, drive strengths merged --
| cell type | n | area (µm²) |
|---|---|---|
| and4 | 1 | 8.76 |
| fa | 4 | 80.1 |
| a311oi | 2 | 17.5 |
| nor4 | 4 | 25.0 |
| o21ai | 37 | 185 |
| xor2 | 15 | 131 |
| nand3 | 14 | 70.1 |
| inv | 28 | 105 |
| o21bai | 3 | 26.3 |
| o211ai | 6 | 55.1 |
| o21a | 4 | 30.0 |
| nor3b | 1 | 7.51 |
| o22ai | 1 | 6.26 |
| mux2i | 6 | 60.1 |
| o31ai | 1 | 7.51 |
| a221oi | 2 | 23.8 |
| nor3 | 17 | 85.1 |
| o2111ai | 2 | 23.8 |
| nand4 | 5 | 31.3 |
| xnor2 | 34 | 298 |
| a211o | 2 | 17.5 |
| a31oi | 7 | 50.1 |
| dfxtp | 51 | 1020 |
| edfxtp | 1536 | 46100 |
| a21boi | 5 | 37.5 |
| nor2b | 19 | 119 |
| a21oi | 46 | 230 |
| nor4b | 1 | 8.76 |
| buf | 48 | 238 |
| a21o | 13 | 97.6 |
| a22oi | 4 | 30.0 |
| a41oi | 1 | 8.76 |
| a211oi | 10 | 75.1 |
| nor2 | 60 | 225 |
| ha | 58 | 726 |
| clkbuf | 78 | 293 |
| nand2b | 8 | 50.1 |
| o41ai | 2 | 25.0 |
| or3 | 4 | 25.0 |
| and2 | 26 | 164 |
| nand2 | 58 | 218 |
| mux4 | 480 | 10800 |
-- worst reg2reg max path: cells and delay by family, from the launching register on --
| family | cells | cell delay [ps] |
|---|---|---|
| adders and majority gates | 1 | 400 |
| xor gates and xnor gates | 1 | 310 |
| buffers and inverters | 3 | 1750 |
| DFF | 1 | 680 |
| AOI/OAI and AO/OA | 6 | 1600 |
| muxes | 2 | 1200 |
-- sequential cells by signal (all words and copies together) (netlist names), 5 cells and up, named ones only --
| signal | flops |
|---|---|
| fifo_a.sync_fifo_master.ram_fifo | 512 |
| fifo_sum.sync_fifo_master.ram_fifo | 512 |
| fifo_b.sync_fifo_master.status_counter | 5 |
| fifo_a.sync_fifo_master.status_counter | 5 |
| fifo_sum.sync_fifo_master.status_counter | 5 |
| fifo_b.sync_fifo_master.ram_fifo | 512 |
-- logic make-up (layout without fill, tap and decap cells) --
group                      count (synthesis)  after routing
xor gates and xnor gates                  49             49
and+or+nand+nor                          218            218
adders and majority gates                 62             62
other                                      0              1
buffers and inverters                    154            527
AOI/OAI and AO/OA                        148            148
DFF                                     1587           1587
muxes                                    486            486
-- metal layers --
layer	up-vias	track usage, %	share of wire [%]	routed length [µm]
li1	12000	-	-	-
met1	14100	33.9	32	43800
met2	1779	37.2	50	67400
met3	206	17.0	15	20200
met4	22	4.66	2.4	3230
met5	-	0.868	0.15	205
-- worst max path at each step --
stage	from	end	slack, ps	depth (start not counted)
global route	flip-flop	s_data[17]	14970	5
finish	flip-flop	s_data[0]	15330	5
CTS	flip-flop	s_data[0]	15130	5
-- area by class of cell --
type	instances	area, µm²
clock inverter	85	966
clock buffer	206	4310
antenna	1	2.50
sequential	1587	47200
fill	8473	51300
inverter	28	105
timing repair buffer	208	1840
multi-input combinational	963	14400
tap	1625	2030
-- power by group --
group	total, mW	internal (mW)	switching (mW)
Sequential	3.76	3.68	0.0820
Clock	2.40	1.42	0.984
Combinational	2.65	1.07	1.57
-- stage by stage --
step / power (mW) / instances / setup slack, ps / instance area, µm²
after floorplan: 5.42 / 2704 / 16560 / 61900
after CTS: 8.90 / 4702 / 15130 / 70900
final: 8.81 / 4703 / 15330 / 70900
after global routing: 9.23 / 4703 / 14970 / 70900
after global placement: 6.40 / 4411 / 16020 / 65600
after detailed placement: 6.49 / 4411 / 16000 / 65600
-- cell usage in the layout, fill, tap and decap left out, types with 34 or more instances in the layout --
master,n
sky130_fd_sc_hd__a21oi_1,46
sky130_fd_sc_hd__buf_4,103
sky130_fd_sc_hd__clkbuf_1,38
sky130_fd_sc_hd__clkbuf_16,165
sky130_fd_sc_hd__clkdlybuf4s50_1,103
sky130_fd_sc_hd__dfxtp_1,39
sky130_fd_sc_hd__edfxtp_1,1536
sky130_fd_sc_hd__ha_1,58
sky130_fd_sc_hd__mux4_2,480
sky130_fd_sc_hd__nand2_1,58
sky130_fd_sc_hd__nor2_4,36
sky130_fd_sc_hd__o21ai_0,36
sky130_fd_sc_hd__xnor2_1,34
Power and IR drop assume default switching activity.
